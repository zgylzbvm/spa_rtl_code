<file path="flow/design.v">
module kos_adder_64 (
    input [63:0] a,b,
    input ci,
    output [63:0] s,
    output co
);
wire [64:0] g[0:6];
wire [63:0] p[0:6];
assign g[0]={a&b,ci};
assign p[0]=a^b;
assign p[1]={p[0][63:63],p[0][62:0]&p[0][63:1]};
assign g[1]={(p[0][63:0]&g[0][63:0])|g[0][64:1],g[0][0:0]};
assign p[2]={p[1][63:61],p[1][60:0]&p[1][62:2]};
assign g[2]={(p[1][62:0]&g[1][62:0])|g[1][64:2],g[1][1:0]};
assign p[3]={p[2][63:57],p[2][56:0]&p[2][60:4]};
assign g[3]={(p[2][60:0]&g[2][60:0])|g[2][64:4],g[2][3:0]};
assign p[4]={p[3][63:49],p[3][48:0]&p[3][56:8]};
assign g[4]={(p[3][56:0]&g[3][56:0])|g[3][64:8],g[3][7:0]};
assign p[5]={p[4][63:33],p[4][32:0]&p[4][48:16]};
assign g[5]={(p[4][48:0]&g[4][48:0])|g[4][64:16],g[4][15:0]};
assign p[6]={p[5][63:1],p[5][0:0]&p[5][32:32]};
assign g[6]={(p[5][32:0]&g[5][32:0])|g[5][64:32],g[5][31:0]};
assign {co,s}={g[6][64]|g[6][0]&p[6][0],p[0]^g[6][63:0]};
endmodule
</file>
<file path="flow/run.sh">
#!/bin/bash
# OpenROAD 26Q1-2900-gdf79404cd8, Yosys 0.63+post, stock flow scripts
make -C /OpenROAD-flow-scripts/flow DESIGN_CONFIG=/design/flow/config.mk WORK_HOME=/design/flow/orfs finish
</file>
<file path="flow/config.mk">
export PLATFORM = sky130hd
export DESIGN_NAME = kos_adder_64
export DESIGN_NICKNAME = kos_adder_64
export VERILOG_FILES = /design/flow/design.v
export SDC_FILE = /design/flow/constraint.sdc
export NUM_CORES = 4
export LEC_CHECK = 1
export CORE_UTILIZATION = 30
</file>
<file path="flow/constraint.sdc">
current_design kos_adder_64

set clk_period 15.5
set clk_io_pct 0.2

create_clock -name clk0 -period $clk_period

set non_clock_inputs [all_inputs -no_clocks]
set_input_delay [expr $clk_period * $clk_io_pct] -clock clk0 $non_clock_inputs
set_output_delay [expr $clk_period * $clk_io_pct] -clock clk0 [all_outputs]
</file>
==> run notes <==
impl run done, here's what came out: Post-Synth XOR/XNOR Area=12.62%, first-pass GRT wire length=21,340 microns, clkbuf count=0, simple share=21.88%, Internal Dissipation=160.7 uW, Hold-fix buffers, CTS=0, synth unique cells=71, setup TNS=0 ns, WP data required=12.40 ns, Slew Viols, Final=0, Row Count=41, Flops=0, OpenROAD warning count=32, P per Cell Area=46.43 nW/um^2, vias in the first global route=4,507, worst hold slack=7.261 ns, Yosys warnings=1, MUX area fraction=0.5376%, largest net degree at the start of global routing=14, Total Power=278.5 uW, Critical Path, Cell by Cell=clkdlybuf4s50_1, inv_1, fa_1, nor2b_1, o211ai_1, a21oi_2, o211ai_2, o2111ai_1, nand3b_1, a31oi_1, nor2_1, o311ai_1, clkdlybuf4s50_1, setup repair bufs after CTS=0, Top cell area share=20.24%, share of layout cells above drive strength 1=2.849%, die area=13,650 sq um, Layout Area Growth over Synthesis=51.61%, Mapped Cells=569, Core Util, Final=47.15%, DRC viols=0, chip width=116.8 microns, Rel. slew slack=57.58%, HP Class=input pin to output pin, Core Box Area=12,720 sq um, io pins=194, Cells after DPL=909, min cycle time layout=9.874 ns, register share after synthesis=0%, sw power=117.8 uW, RSZ-0062 raised after global routing=false, Yosys top cell by instances=a21oi_1, P_leak=2.489 nW, finished layout cell area=5998 sq um, Largest stage delay, worst path=0.54 ns, Max VDD drop=0.00002005 V, status=complete, no violations, CP max FO=4, Antenna Nets Post-Route=0, FP Util=31.10%, synthesized area per cell=6.953 sq um, total gr overflow=0, via count=4,816, initial antenna violation count=0, # Cells Yosys=569, combinational fraction of design power=100.0%, GRT Overall Usage=19.37%, Clk network pwr share=0%, Final WS setup=5.626 ns, CP arrival=6.77 ns, Worst Tran Pin Value=0.6296 ns, adder-cell share of the synthesized area=20.75%, register area=0 sq um, most prevalent standard cell on the critical path=clkdlybuf4s50_1, Critical Path Source Type=input pin, PortBufs=194, Post-Syn Area=3956 sq um, wire length per cell=14.92 microns, final hold violation count=0, Via density=5.298, comb area leader=AND-OR/OR-AND gates, initial detailed-routing violation count=313, synthesis area per yosys=3956 sq um, post-cts sizing count=0, Switching Share=42.30%, Layout Cells excl Fill=909, total length of routed wires=13,570 microns, final setup fails=0, Post-Synth AOI/OAI Area=39.22%, max-cap viol count=0, DP Area=5998 sq um, register share of total power=0%, routability cong.=0.8476, die height=116.8 microns, Tcrit/Tclk final=63.70%, WS Path Type=input pin to output pin, critical path's slowest cell=clkdlybuf4s50_1, Synth area leader=ha_1, HPWL after DPL=11,880 microns, commonest cells in the synthesized netlist=68 x a21oi_1, 64 x ha_1, 39 x a21o_1, Largest cells by area=ha_1 20%, a21oi_1 8.6%, xnor2_1 8.4%, a21o_1 7.4%, xor2_1 4.2%, drt pass-1 iters=4, FMAX=101.3 MHz, endpoint class of the critical path=output pin, Ant. Diodes=0, Setup Slack @ Placement=5.632 ns
==> metal layers <==
metal | GRT usage (%) | wire length [microns] | vias up
li1 | - | - | 2492
met1 | 28.54 | 6454 | 2153
met2 | 32.23 | 6162 | 163
met3 | 1.311 | 818 | 8
met4 | 1.688 | 129 | 0
met5 | 0 | 0 | -
==> layout make-up <==
type                       count  area (sq um)
tap                          172         215.2
timing repair buffer         194          1942
fill                        1264          6724
multi-input combinational    521          3759
inverter                      22         82.58
==> worst paths after layout <==
kind  cells past startpoint  startpoint  endpoint  slack, ns
max                      13        a[0]     s[57]       5.63
min                       4       b[63]     s[63]       7.26
==> worst max-delay path: cells and delay by family <==
kind,cells,cell delay (ns)
AND/OR/NAND/NOR,3,0.47
buffers and inverters,3,1.08
adder cells (fa/ha/maj),1,0.46
AND-OR/OR-AND,6,1.65
==> layout by cell type, fill, tap and decap left out, types with 3 or more instances in the layout <==
master and count:
a31oi_1 8, nor2_1 35, nor4_1 3, nor3_1 10
or2_2 4, a211oi_1 6, nand4_1 18, a221o_1 3
ha_1 64, o21ai_1 6, a31o_1 3, nand3_1 19
nand2b_1 13, a221oi_1 4, o31ai_1 3, o21a_1 6
clkdlybuf4s50_1 194, o31a_1 3, a21o_1 39, a21oi_2 4
o21bai_1 9, xnor2_1 38, xor2_1 19, o21ai_0 27
a21oi_1 68, o211ai_1 9, inv_1 22, nor2b_1 11
or3_1 3, nand2_1 37, and2_1 4
==> power groups by stage <==
stage	logic [mW]	registers, mW	clock network (mW)
finish	0.279	0	0
global route	0.306	0	0
CTS	0.280	0	0
==> cells by family after synthesis <==
| group | Yosys count |
|---|---|
| multiplexers | 2 |
| AND/OR/NAND/NOR | 169 |
| adder cells (fa/ha/maj) | 65 |
| AND-OR/OR-AND | 228 |
| XOR/XNOR | 57 |
| buffers and inverters | 48 |
Power and IR drop assume default switching activity.
