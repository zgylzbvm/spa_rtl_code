==> design.v <==
module kos_adder_32 (
    input [31:0] a,b,
    input ci,
    output [31:0] s,
    output co
);
wire [32:0] g[0:5];
wire [31:0] p[0:5];
assign g[0]={a&b,ci};
assign p[0]=a^b;
assign p[1]={p[0][31:31],p[0][30:0]&p[0][31:1]};
assign g[1]={(p[0][31:0]&g[0][31:0])|g[0][32:1],g[0][0:0]};
assign p[2]={p[1][31:29],p[1][28:0]&p[1][30:2]};
assign g[2]={(p[1][30:0]&g[1][30:0])|g[1][32:2],g[1][1:0]};
assign p[3]={p[2][31:25],p[2][24:0]&p[2][28:4]};
assign g[3]={(p[2][28:0]&g[2][28:0])|g[2][32:4],g[2][3:0]};
assign p[4]={p[3][31:17],p[3][16:0]&p[3][24:8]};
assign g[4]={(p[3][24:0]&g[3][24:0])|g[3][32:8],g[3][7:0]};
assign p[5]={p[4][31:1],p[4][0:0]&p[4][16:16]};
assign g[5]={(p[4][16:0]&g[4][16:0])|g[4][32:16],g[4][15:0]};
assign {co,s}={g[5][32]|g[5][0]&p[5][0],p[0]^g[5][31:0]};
endmodule
==> run.sh <==
#!/bin/bash
# OpenROAD 26Q1-2900-gdf79404cd8, Yosys 0.63+post, stock flow scripts
make -C /OpenROAD-flow-scripts/flow DESIGN_CONFIG=/design/flow/config.mk WORK_HOME=/design/flow/orfs finish
==> config.mk <==
export PLATFORM = sky130hd
export DESIGN_NAME = kos_adder_32
export DESIGN_NICKNAME = kos_adder_32
export VERILOG_FILES = /design/flow/design.v
export SDC_FILE = /design/flow/constraint.sdc
export NUM_CORES = 4
export LEC_CHECK = 1
export CORE_AREA = 10 10 103 103
export DIE_AREA = 0 0 113 113
==> constraint.sdc <==
current_design kos_adder_32

set clk_period 11.8
set clk_io_pct 0.2

create_clock -name clk0 -period $clk_period

set non_clock_inputs [all_inputs -no_clocks]
set_input_delay [expr $clk_period * $clk_io_pct] -clock clk0 $non_clock_inputs
set_output_delay [expr $clk_period * $clk_io_pct] -clock clk0 [all_outputs]
==> flow_summary.ini <==
; physical design summary
[run_status]
status = finished, final reports clean

[layout]
clkbuf_count = 0
area_delta_synth_final_pct = 61.7
stdcell_count = 446
final_cell_area_um2 = 2850
drive_above_1_share_pct = 2.05
regArea_um2 = 0
seq_cells = 0

[yosys]
netlist.area_leader.share_pct = 22.8
ys_cells = 250
syn_area_um2 = 1760
netlist_instances = 250
top_area_cell = ha_1
yosys_warnings = 1
yosysUniqueCellTypes = 43
synthTopCellsByArea = ha_1, a21oi_1, xnor2_1, xor2_1, nand2_1
seq_area_frac_synth_pct = 0
syn_avg_cell_area_um2 = 7.04
synth-area-yosys_um2 = 1760

[global_routing]
met3_usage_pct = 2.19
gr-usage-met1_pct = 11.2
grt_busiest_layer = met2
met2_usage_pct = 15.0
grt_pass1_vias = 2071
grt_pass1_wl_mm = 9.67
antenna_found_initial = 0
grt_max_degree = 9
grtUsageTotal_pct = 8.68
overflow = 0

[routing]
diodes = 0
drt_iter0_drc = 41
vias = 2064
firstDrtPassIters = 4
via_per_inst = 4.63
wl_mm = 6.00
drc = 0
drtAntennaViolNets = 0
wire_per_inst_um = 13.5

[floorplanning]
die_w_um = 113
die_h_um = 113
initial_core_util_pct = 21.2
coreArea_um2 = 8300
dieArea_um2 = 12800
io_pins = 98
fp-row-count = 33

[timing]
hold_violations = 0
finalSetupTns_ns = 0
drv_slew = 0
grt_setup_unrepaired = no
min_period_over_period_pct = 66.7
period_minus_slack_ns = 7.87
max_freq_mhz = 127
setup_viol = 0
slew_headroom_pct = 65.6
whs_ns = 5.82
tightest_slew_ns = 0.515

[place]
hpwlAfterDp_mm = 5.46
place_area_um2 = 2850
dp.cells = 446
gp_congestion = 0.858
portBuffers = 98

[power_and_ir_drop]
vdd_ir_drop_max_mv = 0.0238
p_per_area_nw_per_um2 = 59.2
p_leak_uw = 0.00117

[critical_path]
path_class = in -> out
required_ns = 9.44
worstPathArrival_ns = 5.51
cp-start-kind = input pin
cp-end-kind = primary output
cp_max_fo = 4

[clock_network]
cts_resized = 0
cts_hold_buf = 0
post_cts_buffers = 0

[run]
warnings = 32
cap_viol_max_count = 0

[worst_hold_path]
hold_path_class = in -> out
worst paths after layout:
check	startpoint	slack [ns]	cells past startpoint	endpoint
setup / recovery	a[0]	3.93	12	s[19]
hold / removal	b[0]	5.82	5	s[0]
synth_stat cells, types with 2 or more instances:
library cell and n:
a211o_1 2, a211oi_1 2, a211oi_2 2, a21boi_0 2, a21o_1 9, a21oi_1 33, a31oi_1 3, and2_1 4
and3_1 3, clkbuf_1 7, ha_1 32, inv_1 12, nand2_1 20, nand2b_1 4, nand3_1 6, nand4_1 4
nor2_1 17, nor2b_1 8, nor3_1 4, nor4_1 2, o211ai_1 4, o21a_1 6, o21ai_0 14, o21ai_1 2
o21bai_1 5, xnor2_1 18, xor2_1 9
cell usage in the layout (no fill, tap or decap), types with 5 or more instances in the layout:
| master | instances |
|---|---|
| o21a_1 | 6 |
| xnor2_1 | 18 |
| nor2_1 | 17 |
| inv_1 | 12 |
| o21bai_1 | 5 |
| a21o_1 | 9 |
| ha_1 | 32 |
| nor2b_1 | 8 |
| xor2_1 | 9 |
| nand2_1 | 20 |
| clkdlybuf4s50_1 | 98 |
| o21ai_0 | 14 |
| nand3_1 | 6 |
| a21oi_1 | 33 |
where the power goes:
| group | total [uW] | switching, uW | internal [uW] |
|---|---|---|---|
| clock network | 0 | 0 | 0 |
| logic | 168 | 66.1 | 102 |
| registers | 0 | 0 | 0 |
| total | 168 | 66.1 | 102 |
metrics by stage:
stage	worst slack [ns]	utilization, %	total power [uW]
2_1_floorplan	5.17	-	81.2
3_3_place_gp	4.01	34.3	172
3_5_place_dp	3.91	34.3	171
4_1_cts	3.90	34.3	172
5_1_grt	3.68	34.3	187
6_report	3.93	34.3	168
critical path, stage by stage:
cell and delay, ns:
clkdlybuf4s50_1 0.48, inv_1 0.06, fa_1 0.46, nand2b_1 0.18, a21o_1 0.18, a31oi_1 0.37
a211o_1 0.26, a311o_1 0.23, a21boi_1 0.11, o21ai_1 0.16, xor2_1 0.17, clkdlybuf4s50_1 0.48
routing by layer:
metal	part of all wire (%)	wire [um]
met1	46	2770
met2	47	2840
met3	6.5	388
met4	0	0
met5	0	0
layout make-up:
type | count | area (um^2)
tap | 105 | 131
timing repair buffer | 98 | 981
inverter | 12 | 45.0
multi-input combinational | 231 | 1690
fill | 872 | 5450
logic make-up (layout without fill, tap and decap cells):
logic type | count (synthesis) | count (layout) | share of synthesized area (%)
adders and majority gates | 33 | 33 | 23.9
and+or+nand+nor | 74 | 74 | 20.4
muxes | 1 | 1 | 0.569
AOI/OAI and AO/OA | 96 | 96 | 37.6
buffers and inverters | 19 | 110 | 4.05
xor gates and xnor gates | 27 | 27 | 13.4
Power and IR drop assume default switching activity.
