$ cat /design/flow/run.sh
#!/bin/bash
# OpenROAD 26Q1-2900-gdf79404cd8, Yosys 0.63+post, stock flow scripts
make -C /OpenROAD-flow-scripts/flow DESIGN_CONFIG=/design/flow/config.mk WORK_HOME=/design/flow/orfs finish
$ cat /design/flow/config.mk
export PLATFORM = sky130hd
export DESIGN_NAME = binary_tree_adder
export DESIGN_NICKNAME = binary_tree_adder
export VERILOG_FILES = /design/flow/design.v
export SDC_FILE = /design/flow/constraint.sdc
export NUM_CORES = 4
export LEC_CHECK = 1
export CORE_AREA = 10 10 283 283
export DIE_AREA = 0 0 293 293
$ cat /design/flow/constraint.sdc
current_design binary_tree_adder

set clk_period 41.9
set clk_io_pct 0.2

create_clock -name clk0 -period $clk_period

set non_clock_inputs [all_inputs -no_clocks]
set_input_delay [expr $clk_period * $clk_io_pct] -clock clk0 $non_clock_inputs
set_output_delay [expr $clk_period * $clk_io_pct] -clock clk0 [all_outputs]
$ cat /design/flow/design.v
module binary_tree_adder #(parameter N = 64)(  
    input [N-1:0] op1,
    input [N-1:0] op2,
    input [N-1:0] op3,
    input [N-1:0] op4,
    input [N-1:0] op5,
    input [N-1:0] op6,
    input [N-1:0] op7,
    input [N-1:0] op8,
    output [N:0] sum,
    output cout
);
genvar i;
wire [N-1:0] sum1_level1;
wire [N-1:0] sum2_level1;
wire [N-1:0] sum3_level1;
wire [N-1:0] sum4_level1;
wire [N-1:0] c1_level1;
wire [N-1:0] c2_level1;
wire [N-1:0] c3_level1;
wire [N-1:0] c4_level1;
assign c1_level1[0] = 1'b0;
assign c2_level1[0] = 1'b0;
assign c3_level1[0] = 1'b0;
assign c4_level1[0] = 1'b0;
assign sum1_level1[0] = op1[0] ^ op2[0] ^ 1'b0;
assign sum2_level1[0] = op3[0] ^ op4[0] ^ 1'b0;
assign sum3_level1[0] = op5[0] ^ op6[0] ^ 1'b0;
assign sum4_level1[0] = op7[0] ^ op7[0] ^ 1'b0;
for (i=1; i<N; i=i+1) begin
    assign sum1_level1[i] = op1[i] ^ op2[i] ^ c1_level1[i];
    assign c1_level1[i] = op1[i] ^ op2[i] & c1_level1[i-1] | op1[i] & op2[i];
    assign sum2_level1[i] = op3[i] ^ op4[i] ^ c2_level1[i];
    assign c2_level1[i] = op3[i] ^ op4[i] & c2_level1[i-1] | op3[i] & op4[i];
    assign sum3_level1[i] = op5[i] ^ op6[i] ^ c3_level1[i];
    assign c3_level1[i] = op5[i] ^ op6[i] & c3_level1[i-1] | op5[i] & op6[i];
    assign sum4_level1[i] = op7[i] ^ op8[i] ^ c4_level1[i];
    assign c4_level1[i] = op7[i] ^ op8[i] & c4_level1[i-1] | op7[i] & op8[i];
end
wire [N:0] sum1_level2;
wire [N:0] sum2_level2;
wire [N:0] c1_level2;
wire [N:0] c2_level2;
assign c1_level2[0] = 1'b0;
assign c2_level2[0] = 1'b0;
assign sum1_level2[0] = sum1_level1[0] ^ sum2_level1[0] ^ 1'b0;
assign sum2_level2[0] = sum3_level1[0] ^ sum4_level1[0] ^ 1'b0;
for (i=1; i<N+1; i=i+1) begin
    assign sum1_level2[i] = sum1_level1[i] ^ sum2_level1[i] ^ c1_level1[i];
    assign c1_level2[i] = (sum1_level1[i] ^ sum2_level1[i] & c1_level2[i-1]) | (sum1_level1[i] & sum2_level1[i]);
    assign sum2_level2[i] = sum3_level1[i] ^ sum4_level1[i] ^ c2_level2[i];
    assign c2_level2[i] = sum3_level1[i] ^ sum4_level1[i] & c2_level2[i-1] | (sum3_level1[i] & sum4_level1[i]);
end
wire [N+1:0] sum1_level3;
wire [N+1:0] c1_level3;
assign c1_level3[0] = 1'b0;
assign sum1_level3[0] = sum1_level2[0] ^ sum2_level2[0] ^ 1'b0;
for (i=1; i<N+2; i=i+1) begin
    assign sum1_level3[i] = sum1_level2[i] ^ sum2_level2[i] ^ c1_level2[i];
    assign c1_level3[i] = (sum1_level2[i] ^ sum2_level2[i] & c1_level3[i-1]) | (sum1_level2[i] & sum2_level2[i]);
end
assign sum = sum1_level3;
assign cout = c1_level3[N+1];
endmodule
==> impl_metrics.json <==
{
  "outcome": "completed",
  "grt_use_total": 0.200,
  "maxCapViolCount": 0,
  "flops": 0,
  "ys.warnings.count": 20,
  "power_density_mw_per_mm2": 39.4,
  "rsz0062_at_grt": "no",
  "viasPerCell": 5.59,
  "vias": 30200,
  "hold_violations": 0,
  "synthTopLogicFamily": "simple AND/OR/NAND/NOR gates",
  "ys_chip_area_mm2": 0.0283,
  "slew_headroom": 0.349,
  "coreArea_mm2": 0.0742,
  "worstPathBufferInverterCount": 2,
  "max_stage_delay_ps": 680,
  "critPathTopFamily": "simple AND/OR/NAND/NOR gates",
  "fill_cells": 7425,
  "fp_util": 0.381,
  "period_minus_slack_ps": 39510,
  "nClkBuffers": 0,
  "layout_top_cells": "574 x clkdlybuf4s50_1, 452 x xnor2_1, 374 x ha_1",
  "num_rows": 100,
  "finalSetupViolations": 0,
  "tool_warnings": 34,
  "regArea_um2": 0,
  "io_buffers": 574,
  "worstMarginPinSlew_ps": 964,
  "synthMuxAreaShare": 0.0172,
  "hp-class": "in2out",
  "ios": 578,
  "mostFrequentLayoutCell": "clkdlybuf4s50_1",
  "crit_path_end_kind": "output port",
  "antenna_found_initial": 51,
  "yosysUniqueCellTypes": 118,
  "setup_tns_ps": 0,
  "ir_worst_vdd_uv": 30.3,
  "postPlaceCellArea_mm2": 0.0353,
  "dieWidth_um": 293,
  "adder_share": 0.165,
  "leakage_nw": 13.3,
  "path_class": "in2out",
  "drive_gt1_frac": 0.0324,
  "synth-cells-yosys": 3845,
  "fin_ws_ps": 2390,
  "wl_per_cell_um": 16.6,
  "worstPathRequired_ps": 33520,
  "startpoint": "op3[3]",
  "cp_max_fo": 6,
  "cts_setup_buffers": 0,
  "grt_start_max_net_pins": 13,
  "netlist_instances": 3845,
  "place.gp.congestion": 0.931,
  "compound_area_frac": 0.182,
  "dp_slack_ps": 2530,
  "fmax_mhz": 25.3,
  "chip_area_mm2": 0.0858,
  "ctsResizeCount": 0,
  "period_used_share": 0.943,
  "drt-total-wl_mm": 89.9,
  "use_met1": 0.260,
  "grt_pass1_vias": 26600,
  "yosys.area_share.simple": 0.407,
  "avgSynthCellArea_um2": 7.36,
  "critPathArrivalTime_ps": 31130,
  "critPathSlowestCell": "a211oi_1",
  "areaGrowthSynthToFinish_pct": 24.9,
  "grt_overflow": 0,
  "setup.worst_path.start_class": "primary input",
  "drc": 0,
  "xor_share": 0.203,
  "drt_iter0_markers": 1508,
  "fp.dieH_um": 293,
  "use_met2": 0.334,
  "total_power_mw": 1.39,
  "path_common_cell": "mux2i_1",
  "ys_seq_share": 0,
  "met3_usage": 0.0396,
  "grt_pass1_wl_mm": 140,
  "drtAntennaViolNets": 0,
  "dp_hpwl_mm": 79.2,
  "syn_area_mm2": 0.0283,
  "slew_viol_final": 0,
  "drtPass1Iterations": 5,
  "stdcell_area_mm2": 0.0353,
  "hold_buffers": 0,
  "top_usage_layer": "met2",
  "hold_start": "op3[0]"
}
[synth_stat cells (15+ instances only)]
| master | number | area share |
|---|---|---|
| xnor2_1 | 452 | 0.14 |
| ha_1 | 374 | 0.17 |
| nor2_1 | 334 | 0.044 |
| nand2_1 | 214 | 0.028 |
| xor2_1 | 203 | 0.063 |
| nor4_1 | 167 | 0.037 |
| inv_1 | 152 | 0.020 |
| nand3_1 | 152 | 0.027 |
| nor3_1 | 134 | 0.024 |
| o21ai_0 | 121 | 0.021 |
| nor2b_1 | 107 | 0.024 |
| nand2b_1 | 100 | 0.022 |
| nand4b_1 | 95 | 0.029 |
| or3_1 | 85 | 0.019 |
| nand3b_1 | 84 | 0.022 |
| a21oi_1 | 70 | 0.012 |
| and3_1 | 66 | 0.015 |
| nand4_1 | 62 | 0.014 |
| o31ai_1 | 45 | 0.012 |
| and4_1 | 39 | 0.012 |
| a21o_1 | 38 | 0.010 |
| nor4b_1 | 38 | 0.012 |
| o311ai_0 | 38 | 0.012 |
| nor3b_1 | 36 | 0.0096 |
| a211oi_1 | 34 | 0.0090 |
| mux2i_1 | 34 | 0.012 |
| o211ai_1 | 32 | 0.0085 |
| o32a_1 | 31 | 0.011 |
| a31oi_1 | 29 | 0.0064 |
| and2_1 | 24 | 0.0053 |
| or4b_2 | 24 | 0.0085 |
| and4b_1 | 21 | 0.0074 |
| o31a_1 | 21 | 0.0065 |
| or4_1 | 20 | 0.0053 |
| a311oi_1 | 18 | 0.0056 |
| o311a_1 | 18 | 0.0064 |
| nor4bb_1 | 17 | 0.0060 |
| o21a_1 | 17 | 0.0045 |
| nor4_2 | 15 | 0.0066 |
| o211a_1 | 15 | 0.0053 |
[tightest hold or removal path, cell delays in order]
cell and delay [ps]:
clkdlybuf4s50_1 470, xor2_1 70, xnor2_1 120, clkdlybuf4s50_1 400
[per-layer routing]
layer	routed length, um	vias to the layer above
met2	42700	484
met1	40700	13600
met4	1420	40
li1	-	16000
met3	4860	86
met5	237	-
[cell type report]
type / instances / area, um2 / area share
inverter: 153 / 574 / 0.0163
multi-input combinational: 3670 / 27600 / 0.781
timing repair buffer: 590 / 5870 / 0.166
antenna: 30 / 75.1 / 0.00212
tap: 969 / 1210 / 0.0343
[cell families after synthesis]
group / Yosys count
AND/OR/NAND/NOR: 1912
buffers and inverters: 176
adder cells (fa/ha/maj): 374
AND-OR/OR-AND: 680
multiplexers: 46
XOR/XNOR: 656
other: 1
[stage by stage]
stage	hold WS, ps	utilization	cells
detailed placement	17830	0.475	5382
floorplan	16900	-	3846
global placement	17820	0.475	5382
global route	17850	0.476	5407
CTS	17830	0.475	5382
finish	17820	0.476	5412
[report_power, final]
group / internal, mW / total, mW / leakage [nW] / switching [mW]
registers: 0 / 0 / 0 / 0
logic: 0.738 / 1.39 / 13.3 / 0.653
clock network: 0.0000000963 / 0.0000000965 / 0.000190 / 0
[path summary, 6_finish.rpt]
kind	end	slack, ps	cells after the start
max	sum[63]	2390	84
min	sum[0]	17820	4
Power and IR drop assume default switching activity.
